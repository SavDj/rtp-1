===== run.sh =====
#!/bin/bash
# OpenROAD 26Q1-2900-gdf79404cd8, Yosys 0.63+post, stock flow scripts
make -C /OpenROAD-flow-scripts/flow DESIGN_CONFIG=/design/flow/config.mk WORK_HOME=/design/flow/orfs finish

===== config.mk =====
export PLATFORM = sky130hd
export DESIGN_NAME = alu
export DESIGN_NICKNAME = alu
export VERILOG_FILES = /design/flow/design.v
export SDC_FILE = /design/flow/constraint.sdc
export NUM_CORES = 4
export LEC_CHECK = 1
export CORE_UTILIZATION = 40

===== constraint.sdc =====
current_design alu

set clk_period 5.0
set clk_io_pct 0.2

create_clock -name clk0 -period $clk_period [get_ports {clk}]

set non_clock_inputs [all_inputs -no_clocks]
set_input_delay [expr $clk_period * $clk_io_pct] -clock clk0 $non_clock_inputs
set_output_delay [expr $clk_period * $clk_io_pct] -clock clk0 [all_outputs]

===== design.v =====
module alu (
    input         clk,
    input         rst_n,
    input         i_valid,
    output reg    o_ready,
    input  [7:0]  A,
    input  [7:0]  B,
    input  [2:0]  opcode,
    input         single_cycle_mode,
    output reg    o_valid,
    output reg    o_busy,
    output reg    o_error,
    output reg [7:0] result,
    output reg    carry_out,
    output reg    zero_flag,
    output reg    overflow_flag
);
    reg [7:0]  result_comb;
    reg        carry_out_comb;
    reg        zero_flag_comb;
    reg        overflow_flag_comb;
    reg [8:0]  add_result;
    reg        pipeline_full;
    reg        computing;
    reg        valid_pipeline;
    reg [2:0]  opcode_pipeline;
    reg [7:0]  A_pipeline, B_pipeline;
    typedef enum {IDLE, BUSY} fsm_state_t;
    fsm_state_t single_cycle_state;
    reg [8:0]  add_result_sc;
    reg [7:0]  result_sc;
    reg        carry_out_sc;
    reg        zero_flag_sc;
    reg        overflow_flag_sc;
    always @* begin
        result_comb = 8'h00;
        carry_out_comb = 1'b0;
        overflow_flag_comb = 1'b0;
        add_result = 9'b0;
        case (opcode_pipeline)
            3'b000: begin
                add_result = A_pipeline + B_pipeline;
                result_comb = add_result[7:0];
                carry_out_comb = add_result[8];
                overflow_flag_comb = ((!A_pipeline[7] && !B_pipeline[7] && result_comb[7]) || 
                                     (A_pipeline[7] && B_pipeline[7] && !result_comb[7]));
            end
            3'b001: begin
                result_comb = A_pipeline - B_pipeline;
                carry_out_comb = (A_pipeline < B_pipeline);
                overflow_flag_comb = ((!A_pipeline[7] && B_pipeline[7] && result_comb[7]) || 
                                     (A_pipeline[7] && !B_pipeline[7] && !result_comb[7]));
            end
            3'b010: result_comb = A_pipeline & B_pipeline;
            3'b011: result_comb = A_pipeline | B_pipeline;
            3'b100: result_comb = A_pipeline ^ B_pipeline;
            3'b101: begin
                result_comb = A_pipeline << 1;
                carry_out_comb = A_pipeline[7];
            end
            3'b110: begin
                result_comb = {A_pipeline[7], A_pipeline[7:1]};
                carry_out_comb = A_pipeline[0];
            end
            3'b111: result_comb = ~A_pipeline;
            default: begin
                result_comb = 8'h00;
            end
        endcase
        zero_flag_comb = (result_comb == 8'h00);
    end
    always @* begin
        result_sc = 8'h00;
        carry_out_sc = 1'b0;
        overflow_flag_sc = 1'b0;
        add_result_sc = 9'b0;
        case (opcode)
            3'b000: begin
                add_result_sc = A + B;
                result_sc = add_result_sc[7:0];
                carry_out_sc = add_result_sc[8];
                overflow_flag_sc = ((!A[7] && !B[7] && result_sc[7]) || 
                                   (A[7] && B[7] && !result_sc[7]));
            end
            3'b001: begin
                result_sc = A - B;
                carry_out_sc = (A < B);
                overflow_flag_sc = ((!A[7] && B[7] && result_sc[7]) || 
                                   (A[7] && !B[7] && !result_sc[7]));
            end
            3'b010: result_sc = A & B;
            3'b011: result_sc = A | B;
            3'b100: result_sc = A ^ B;
            3'b101: begin
                result_sc = A << 1;
                carry_out_sc = A[7];
            end
            3'b110: begin
                result_sc = {A[7], A[7:1]};
                carry_out_sc = A[0];
            end
            3'b111: result_sc = ~A;
            default: begin
                result_sc = 8'h00;
            end
        endcase
        zero_flag_sc = (result_sc == 8'h00);
    end
    always @* begin
        o_ready = (!valid_pipeline && !single_cycle_mode) || 
                  (single_cycle_mode && (single_cycle_state == IDLE));
        pipeline_full = valid_pipeline && !single_cycle_mode;
        computing = valid_pipeline || (single_cycle_mode && (single_cycle_state != IDLE));
        o_busy = computing;
    end
    always @(posedge clk or negedge rst_n) begin
        if (!rst_n) begin
            valid_pipeline <= 1'b0;
            opcode_pipeline <= 3'b0;
            A_pipeline <= 8'b0;
            B_pipeline <= 8'b0;
            single_cycle_state <= IDLE;
        end else begin
            if (single_cycle_mode) begin
                case (single_cycle_state)
                    IDLE: begin
                        if (i_valid && o_ready) begin
                            single_cycle_state <= BUSY;
                        end
                    end
                    BUSY: begin
                        single_cycle_state <= IDLE;
                    end
                endcase
            end 
            else begin
                if (o_ready && i_valid) begin
                    valid_pipeline <= 1'b1;
                    opcode_pipeline <= opcode;
                    A_pipeline <= A;
                    B_pipeline <= B;
                end 
                else if (valid_pipeline) begin
                    valid_pipeline <= 1'b0;
                end
            end
        end
    end
    always @(posedge clk or negedge rst_n) begin
        if (!rst_n) begin
            o_valid <= 1'b0;
            result <= 8'h00;
            carry_out <= 1'b0;
            zero_flag <= 1'b0;
            overflow_flag <= 1'b0;
            o_error <= 1'b0;
        end else begin
            o_error <= 1'b0;
            if (single_cycle_mode) begin
                if (single_cycle_state == BUSY) begin
                    o_valid <= 1'b1;
                    result <= result_sc;
                    carry_out <= carry_out_sc;
                    zero_flag <= zero_flag_sc;
                    overflow_flag <= overflow_flag_sc;
                end else begin
                    o_valid <= 1'b0;
                end
            end else begin
                o_valid <= valid_pipeline;
                if (valid_pipeline) begin
                    result <= result_comb;
                    carry_out <= carry_out_comb;
                    zero_flag <= zero_flag_comb;
                    overflow_flag <= overflow_flag_comb;
                end
            end
        end
    end
endmodule

==> commit_impl_results.txt <==
Record implementation results from latest flow run

- Number of antenna violations at the first check in global routing: 0
- Met3 Usage GRT: under 10%
* Detailed router's first-iteration violation count: between 300 and 400
* Cell with the largest stage delay on the worst path: clkdlybuf4s50_1
* Final Max Tran Viols: 0
- YS warnings: 1
- Wirelength per Cell: ~17 um
* Number of max-capacitance violations reported: 0
- Antenna diode count: 0
- Root buffer cell: clkbuf_8
* Highest attainable clock frequency: 255.8 MHz
* Fraction of synthesized cell area taken by the top area cell type: approximately a fifth
- Worst hold slack after final layout: approximately 0.48 ns
* Area of the core region: approximately 11000 sq um
- Critical path data required time: 5.22 ns
* Static leakage power: between 2 and 2.5 nW
- Between clock sinks in the finished design, the worst skew comes to ~0.0094 ns.
* Setup repair after global routing missed its margin: no
* Post-CTS Setup Bufs: 0
* Post-synthesis to final-layout area growth: 12.47%
- Max-slew headroom at the worst pin: between 40% and 50%
- The die is 106.8 um tall.
* Cell accounting for the most synthesized area: dfrtp_1
- The congestion estimate from routability-driven global placement came to 0.9576.
- The report lists the power per cell area as 324.7 nW/um^2.
- In this run the critical path is formed by clkdlybuf4s50_1 -> inv_1 -> ha_1 -> fa_1 -> nor2_1 -> o311ai_0 -> nand3b_1 -> a32oi_1 -> or4_1 -> or4b_1 -> a31oi_1.
- Each instance of the synthesized netlist takes up on average roughly 7.9 sq um.
- Number of logged tool warnings: approximately 59
* Minimum clock period: about 3.9 ns
- Fraction of final layout cells sized beyond drive strength 1: under 10%
- Cell area after synthesis: around 4400 sq um
* Cells taking the most area after synthesis: dfrtp_1 19%, ha_1 14%, o21ai_0 4.9%
- Critical-path maximum fanout: 5
- The first global-routing pass estimated about 20000 um of wire.
- Peak per-stage delay on the critical path: 0.55 ns
- For the worst-skew pair, the clock arrives at the later sink with an insertion delay of about 0.29 ns.
- Clock Path Buffers: 2
- The transition time recorded at the tightest slew-check pin is around 0.86 ns.
* Hold-fix buffer count after cts: 0
* Ys flops: 33
- By instance count, the leading cell after synthesis is ha_1.
- Global-route usage over all layers: 22.47%
- Met1 track demand over resource: a little over a third
* CTS tree: yes
- The synth_stat.txt file lists the number of cells as between 500 and 600.
- For this block, the via count after detailed routing is 4077.
* Final cycle utilization of the critical path: between 70% and 80%
- In this run the VDD rail shows a maximum IR drop of about 0.00018 V.
- Endpoint arrival time on the critical path: just over 4 ns
* Cells after Synth: 558
- In the routed design, unresolved DRC markers number 0.
* Final Hold Violating Endpoints: 0
* Number of placed I/O pins: 38
- Global routing's busiest layer: met1
- Number of rows in the core area: 37
- After detailed routing, the number of vias per cell comes to between 5 and 6.
- The critical path is of the input pin to register type.
- At the floorplan stage, the core utilization is reported as 41.81%.
* Die width: ~110 um
* Tally of unique sky130hd cells used after synthesis: between 70 and 80
- STA classifies the critical path endpoint as a register.
- Per Yosys stat, the portion of area used by sequential elements is roughly a fifth.
- Clock Sinks: 33
- Final wirelength: roughly 12000 um
- After legalization and detailed placement, the total HPWL measured 9564 um.
- Post_cts resized: 0
* Maximum number of pins on one net before global-route repair: 38
* Count of buffers from port buffering: 36
- Fraction of synthesis flops using an asynchronous set or reset pin: 100.0%
- Count of endpoints failing setup in the final report: 0
- In this run the number of H-tree levels came out at 2.
- The global routing report lists met2 layer usage as 33.23%.
- Setup crit start kind: input pin
* Ranking of synthesized cells by instance count: 50 x ha_1, 48 x nand2_1, 46 x inv_1, 43 x o21ai_0, 42 x nor2_1
- Initial DRT Pass Iterations: 5
- Outcome: finished, final reports clean
- Per the synth stats, the flop cell with the highest instance count is dfrtp_1.
* Via count of the first global-routing pass: about 3700
* Number of CTS-inserted buffers: 5
* Hold Crit Class: register to register
- The timing report gives the clock slew at the launch and capture registers of the worst setup and hold paths as about 0.070 ns.
- The synthesized design contains 0 enable-type register cells.
- Summing internal, switching and leakage power gives ~1.6 mW.
* Remaining antenna violation count after routing: 0
* Final sum of negative setup slack: 0 ns
- Post-synth area from yosys stat: 4394 sq um
* Gr ovfl total: 0
* Chip area: ~11000 sq um
kinds of logic after synthesis:
kind of cell	after synthesis	share of synthesized area [%]
fa+ha+maj	54	16.06
flops	33	18.79
buf+inv	84	7.802
simple gates	179	20.81
xor+xnor	9	1.794
compound gates	171	26.28
other cells	1	0.08534
mux	27	8.371
critical path: cells and delay by family:
family	cells	cell delay, ns
simple gates	4	1.32
fa+ha+maj	2	0.68
buf+inv	2	0.65
compound gates	3	0.49
power breakdown:
group          internal (mW)  total [mW]  switching [mW]
sequential             0.333       0.406          0.0733
combinational          0.425       0.938           0.512
clock                  0.162       0.261          0.0989
cell usage in the layout, fill, tap and decap left out, types with 15 or more instances in the layout:
cell type,count
mux2i_1,15
inv_1,46
clkdlybuf4s50_1,36
nand2b_1,18
nor2_1,42
nand2_1,48
o21ai_0,43
ha_1,50
nor3_1,15
dfrtp_1,33
a21oi_1,31
path summary, 6_finish.rpt:
check	endpoint	slack [ns]	start	cells past startpoint
max	zero_flag	1.09	A[0]	11
min	result[5]	0.48	result[5]	2
max reg2reg	overflow_flag	2.03	A_pipeline[4]	9
min reg2reg	result[5]	0.48	result[5]	2
max in group asynchronous	opcode_pipeline[1]	3.58	rst_n	2
min in group asynchronous	B_pipeline[7]	1.10	rst_n	2
metal layers:
metal / vias up / part of all wire (%)
li1: 2037 / -
met1: 1898 / 50
met2: 131 / 43
met3: 11 / 6.2
met4: 0 / 0.89
met5: - / 0
layout make-up:
| class | instances | area [sq um] |
|---|---|---|
| multi-input combinational | 441 | 3226 |
| timing repair buffer | 45 | 427.9 |
| sequential | 33 | 825.8 |
| inverter | 47 | 176.4 |
| clock buffer | 7 | 86.33 |
| tap | 136 | 170.2 |
| clock inverter | 1 | 30.03 |
| fill | 1028 | 5567 |
stage by stage:
step / worst slack, ns / cells / cell area (sq um) / utilization [%]
4_1_cts: 1.111 / 710 / 4942 / 47.03
3_3_place_gp: 0.8545 / 702 / 4826 / 45.92
3_5_place_dp: 0.8021 / 702 / 4826 / 45.92
5_1_grt: 0.8960 / 710 / 4942 / 47.03
2_1_floorplan: 1.640 / 558 / 4394 / -
6_report: 1.091 / 710 / 4942 / 47.03
sequential cells by signal (all words and copies together) (netlist names):
name,cells
o_valid,1
valid_pipeline,1
overflow_flag,1
A_pipeline,8
single_cycle_state,1
zero_flag,1
opcode_pipeline,3
result,8
carry_out,1
B_pipeline,8
Power and IR drop assume default switching activity.
